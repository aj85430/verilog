==> /design/flow/constraint.sdc <==
current_design division

set clk_period 46.2
set clk_io_pct 0.2

create_clock -name clk0 -period $clk_period

set non_clock_inputs [all_inputs -no_clocks]
set_input_delay [expr $clk_period * $clk_io_pct] -clock clk0 $non_clock_inputs
set_output_delay [expr $clk_period * $clk_io_pct] -clock clk0 [all_outputs]
==> /design/flow/run.sh <==
#!/bin/bash
# OpenROAD 26Q1-2900-gdf79404cd8, Yosys 0.63+post, stock flow scripts
make -C /OpenROAD-flow-scripts/flow DESIGN_CONFIG=/design/flow/config.mk WORK_HOME=/design/flow/orfs finish
==> /design/flow/design.v <==
`timescale 1ns / 1ps
module division(divisor, dividend, remainder, result);
input [7:0] divisor, dividend;
output reg [7:0] result, remainder;
integer i;
reg [7:0] divisor_copy, dividend_copy;
reg [7:0] temp;
always @(divisor or dividend)
begin
	divisor_copy = divisor;
	dividend_copy = dividend;
	temp = 0; 
	for(i = 0;i < 8;i = i + 1)
	begin
		temp = {temp[6:0], dividend_copy[7]};
		dividend_copy[7:1] = dividend_copy[6:0];
		temp = temp - divisor_copy;
		if(temp[7] == 1)
		begin
			dividend_copy[0] = 0;
			temp = temp + divisor_copy;
		end
		else
		begin
			dividend_copy[0] = 1;
		end
	end
	result = dividend_copy;
	remainder = dividend - (divisor_copy*dividend_copy);
end
endmodule
==> /design/flow/config.mk <==
export PLATFORM = sky130hd
export DESIGN_NAME = division
export DESIGN_NICKNAME = division
export VERILOG_FILES = /design/flow/design.v
export SDC_FILE = /design/flow/constraint.sdc
export NUM_CORES = 4
export LEC_CHECK = 1
export CORE_UTILIZATION = 50
==> results.yml <==
# implementation run metrics
flow_run:
  drv_cap: 0
  tool_warnings: 45
final_timing:
  worst_pin_slew_ns: 0.875
  slew_viol_final: 0
  timing.final.ws_setup_ns: 3.50
  slew_headroom_pct: 40.9
  setup_viol: 0
  max_freq_mhz: 23.4
  min_period_ns: 42.70
  rsz0062_at_grt: "no"
  tns_ns: 0
  holdWs_ns: 19.61
  final.period_utilization_pct: 92.4
  hold_viol_final: 0
layout:
  seq_area_sq_um: 0
  drive_gt1_share_pct: 5.93
  syn_to_final_growth_pct: 9.48
  fin_cells: 899
  filler_cell_count: 1007
  clkbuf_count: 0
  final_area_sq_mm: 0.00608
  flops: 0
critical_path:
  cp_data_required_time_ns: 36.96
  crit_arrival_ns: 33.46
  cpPeakStageDelay_ns: 0.68
  cp-startpoint: "divisor[1]"
  crit_top_cell: "xnor2_1"
  startpoint_type: "primary input"
  critPathCapture: "remainder[7]"
  slowest_stage: "xor2_1"
  crit_type: "primary input to primary output"
  crit_path_max_fanout: 24
  endpoint_kind: "primary output"
place:
  gp_congestion: 0.866
  io_buffers: 32
  post-place-ws_ns: 3.50
  dp_hpwl_mm: 10.6
  dp.cells: 899
  place_area_sq_mm: 0.00608
die:
  die_w_microns: 107
  coreArea_sq_mm: 0.0108
  initial_utilization_pct: 51.2
  die_area_sq_mm: 0.0115
  io-pin-count: 32
  rows: 38
  dieHeight_microns: 107
drt:
  wire_per_inst_microns: 15.0
  dr.pass1.iters: 4
  antenna_cells: 0
  drc: 0
  vias_per_cell: 5.45
  vias: 4897
  antenna_left: 0
  drt_iter0_drc: 185
  wl_mm: 13.5
logic_synthesis:
  syn_area_sq_mm: 0.00556
  ys_top_cells_by_area: "ha_1 25%, xnor2_1 12%, fa_1 11%"
  ys_area_sq_mm: 0.00556
  top_cell_area_share_pct: 24.5
  common_cells: "109 x ha_1, 84 x inv_1, 73 x xnor2_1"
  ys_cells: 727
  synth_cell_types: 71
  syn_area_per_cell_sq_um: 7.64
  ys_seq_share_pct: 0
  ys_warn_count: 1
  syn_inst: 727
  most_common_cell: "ha_1"
  top_area_cell: "ha_1"
grt:
  antenna_found_initial: 0
  grt_pass1_wl_mm: 21.9
  grt_pass1_vias: 4488
  grt_usage_pct: 24.9
  grt_overflow: 0
  grt_max_degree: 25
clock_tree:
  cts_setup_buffers: 0
  cts_resized: 0
  holdBufCountCts: 0
worst_hold_path:
  hp-class: "primary input to primary output"
run_status:
  status: "complete, no violations"
## metrics by stage
| stage | utilization (%) |
|---|---|
| final | 56.1 |
| after global routing | 56.1 |
| after floorplan | - |
| after global placement | 56.1 |
| after detailed placement | 56.1 |
| after CTS | 56.1 |
## critical path, delay by kind of cell
| kind | cells | cell delay, ns |
|---|---|---|
| adders and majority gates | 14 | 4.87 |
| buffers and inverters | 14 | 2.76 |
| AOI/OAI and AO/OA | 32 | 6.03 |
| xor gates and xnor gates | 21 | 4.93 |
| and+or+nand+nor | 29 | 5.58 |
## routing by layer
metal	share of wire, %	vias up	GRT usage (%)
met5	0	-	0
met2	48	76	42.7
met3	4.1	13	2.41
met4	1.3	0	2.74
met1	47	2242	35.5
li1	-	2566	-
## cell type report
class / count / area [sq um] / area share (%)
multi-input combinational: 626 / 5160 / 84.8
timing repair buffer: 45 / 418 / 6.87
inverter: 88 / 330 / 5.43
tap: 140 / 175 / 2.88
## how the worst min path moves through the flow
stage	from	end	slack (ns)	cells past startpoint
CTS	dividend[3]	remainder[0]	19.62	3
global route	dividend[3]	remainder[0]	19.67	3
finish	dividend[3]	remainder[0]	19.61	3
## cells by family after synthesis
logic type	count (synthesis)	synth area share (%)
xor gates and xnor gates	104	16.7
muxes	11	2.23
adders and majority gates	139	35.4
buffers and inverters	101	7.14
AOI/OAI and AO/OA	179	21.7
and+or+nand+nor	193	16.9
## layout by cell type, fill, tap and decap left out, types with 4 or more instances in the layout
master	count
a21boi_0	4
a21o_1	20
a21oi_1	52
and2_1	9
and3_1	6
buf_4	13
clkdlybuf4s50_1	32
fa_1	30
ha_1	109
inv_1	84
mux2_2	6
nand2_1	51
nand2b_1	7
nand3_1	6
nor2_1	62
nor2b_1	14
nor3_1	12
nor3b_1	5
o21a_1	9
o21ai_0	39
o21bai_1	11
or2_2	4
or3_1	4
xnor2_1	73
xor2_1	29
