==> ./design.v <==
`timescale 1ns / 1ps
module FourBitCounter(
	 input clk,
	 input reset,
	 output [3:0] count
	 );
reg [3:0] count;
always @ (posedge(clk))
begin
if (reset == 1'b1)
	count = 4'b0000;
else
	count = count + 1;
end
endmodule
==> ./run.sh <==
#!/bin/bash
# OpenROAD 26Q1-2900-gdf79404cd8, Yosys 0.63+post, stock flow scripts
make -C /OpenROAD-flow-scripts/flow DESIGN_CONFIG=/design/flow/config.mk WORK_HOME=/design/flow/orfs finish
==> ./config.mk <==
export PLATFORM = sky130hd
export DESIGN_NAME = FourBitCounter
export DESIGN_NICKNAME = FourBitCounter
export VERILOG_FILES = /design/flow/design.v
export SDC_FILE = /design/flow/constraint.sdc
export NUM_CORES = 4
export LEC_CHECK = 1
export CORE_AREA = 10 10 70 70
export DIE_AREA = 0 0 80 80
==> ./constraint.sdc <==
current_design FourBitCounter

set clk_period 1.2
set clk_io_pct 0.2

create_clock -name clk0 -period $clk_period [get_ports {clk}]

set non_clock_inputs [all_inputs -no_clocks]
set_input_delay [expr $clk_period * $clk_io_pct] -clock clk0 $non_clock_inputs
set_output_delay [expr $clk_period * $clk_io_pct] -clock clk0 [all_outputs]
==> impl_metrics.tcl <==
# yosys + openroad results
set metrics [dict create \
    largest_reg_flops 4 \
    ir_drop_mv 0.1387 \
    cts_tree "done" \
    max_freq_ghz 0.9368 \
    hold_viol 0 \
    fin_util_pct 8.974 \
    cp_slowest_cell "dfxtp_1" \
    period_used_pct 88.96 \
    cts_made_buffers 3 \
    firstDrtPassIters 2 \
    drv_slew 0 \
    vias_per_cell 1.931 \
    synth-edff-count 0 \
    arrival_ns 0.83 \
    cts.sinks 4 \
    ctsHoldBuffers 0 \
    path_max_fanout 3 \
    ys_ff 4 \
    grt_antenna_before_repair 0 \
    grt_usage_pct 1.761 \
    max_slew_margin_pct 90.64 \
    top_cell_area_share_pct 55.17 \
    clock-root-buffer "clkbuf_4" \
    combPwrFrac_pct 11.2 \
    worst-path-buf-inv 1 \
    power.density_nw_per_um2 1173 \
    swShare_pct 21.74 \
    synth_cell_types 7 \
    drc 0 \
    die_x_um 80 \
    finalWorstSetupSlack_ns 0.1325 \
    ys_cells 13 \
    warnings 25 \
    dp_hpwl_um 308.7 \
    grt_overflow 0 \
    largest_area_cell "dfxtp_1" \
    cp-end-kind "primary output" \
    drive_gt1_share_pct 44.00 \
    ff_type "dfxtp_1" \
    setup_viol 0 \
    synth.most_common_cell "dfxtp_1" \
    yosys_warnings 1 \
    worst-endpoint-required_ns 0.96 \
    initCoreUtil_pct 4.249 \
    critPathKind "reg -> out" \
    grt_pass1_vias 158 \
    clk_pin_slew_ns 0.04 \
    switching_power_mw 0.07819 \
    ioPinCount 6 \
    period_needed_ns 1.067 \
    avgRoutedWirePerCell_um 6.736 \
    wl_um 485 \
    synthToLayoutAreaGrowth_pct 111.2 \
    synthTopCellsByCount "dfxtp_1 (4), nor2_1 (3), nor2b_1 (2)" \
    syn_inst 13 \
    postSynth.asyncResetShare_pct 0 \
    syn_area_um2 145.1 \
    rr_startpoint "count[2]" \
    placed_area_um2 260.3 \
    power.internal_mw 0.2815 \
    core_area_um2 3416 \
    cp-start-kind "flip-flop" \
    synthTopCellsByArea "dfxtp_1 (55%), mux2_4 (10%), ha_1 (8.6%)" \
    synth_seq_share_pct 55.17 \
    place_congestion 0.6740 \
    grt_pass1_wl_um 765 \
    r2r_slack_ns 0.24 \
    status "completed" \
    path_delay_family "flip-flops" \
    numPortBuffers 5 \
    die_area_um2 6400 \
    yosys_area_um2 145.1 \
    worstMarginPinSlew_ns 0.1395 \
    rsz0062_at_grt "no" \
    final_antenna_net_count 0 \
    htreeDepth 1 \
    pwr-share-seq_pct 41.3 \
    cpPeakStageDelay_ns 0.35 \
    place_ws_ns 0.02620 \
    clockBufferDepth 2 \
    holdPathStages 2 \
    drtIter0Drc 5 \
    vias 139 \
    grt_max_degree 4 \
    fin_area_um2 306.5 \
    setup_tns_ns 0 \
    crit_chain "dlygate4sd2_1" \
    fin_skew_ns 0.003653 \
    clkPwrFrac_pct 47.5 \
    holdPathEnd "count[0]" \
    min-delay-start "count[0]" \
    power_leakage_nw 0.1327 \
    cap_viol_max_count 0 \
    clock.latency.late_pin_ns 0.24 \
    nFillCells 401 \
    hold_class "reg -> reg" \
    row_count 21 \
    die_h_um 80 \
    reg2reg_to "count[3]" \
    avgSynthCellArea_um2 11.16 \
    reg2regPathDepth 3 \
]
-- cells in the final DEF, fill, tap and decap left out, drive strengths merged --
| cell type | instances |
|---|---|
| nor2 | 3 |
| clkdlybuf4s50 | 1 |
| buf | 4 |
| clkbuf | 3 |
| nor2b | 2 |
| dfxtp | 4 |
| dlygate4sd2 | 4 |
| ha | 1 |
| nand3 | 1 |
| mux2 | 1 |
| xnor2 | 1 |
| diode | 1 |
-- stage by stage --
stage	hold slack [ns]	power, mW	cells
after floorplan	0.3067	0.1602	13
after global placement	0.4417	0.1871	65
after detailed placement	0.4548	0.1896	65
after CTS	0.5003	0.3676	71
after global routing	0.5122	0.3853	71
final	0.4964	0.3596	72
-- power groups by stage --
stage	Combinational [mW]	Clock [mW]	Sequential, mW
4_1_cts	0.0415	0.178	0.148
5_1_grt	0.0469	0.189	0.149
6_report	0.0404	0.171	0.148
-- cell families (layout without fill, tap and decap cells) --
| logic type | Yosys count | in the layout | synth area share, % |
|---|---|---|---|
| DFF | 4 | 4 | 55.17 |
| adders and majority gates | 1 | 1 | 8.619 |
| and+or+nand+nor | 6 | 6 | 19.82 |
| xor gates and xnor gates | 1 | 1 | 6.036 |
| other | 0 | 1 | 0 |
| buffers and inverters | 0 | 12 | 0 |
| muxes | 1 | 1 | 10.34 |
-- how the worst max path moves through the flow --
stage / startpoint / endpoint / slack [ns] / depth (start not counted)
finish: count[1] / count[1] / 0.13 / 1
CTS: count[1] / count[1] / 0.10 / 1
global route: count[1] / count[1] / 0.08 / 1
-- final cells by class --
class                      count  area, µm²  share of cell area (%)
multi-input combinational      9      65.06                   21.22
antenna                        1      2.502                  0.8163
clock buffer                   3      22.52                   7.347
timing repair buffer           9      75.07                   24.49
tap                           46      57.56                   18.78
sequential                     4      83.83                   27.35
-- metal layers --
layer	track usage, %	wire (µm)
met5	0	0
met2	1.926	156
met3	3.523	173
met4	0.5282	0
met1	1.198	155
-- what timing repair did --
item | CTS | global route
buffers inserted | 3 | 0
resized | 7 | 0
endpoints found under the setup margin | 4 | 0
Power and IR drop assume default switching activity.
